--- /design/flow/constraint.sdc ---
current_design clock_counter

set clk_period 4.5
set clk_io_pct 0.2

create_clock -name clk0 -period $clk_period [get_ports {clk_50}]
create_clock -name clk1 -period $clk_period [get_ports {key0}]

set non_clock_inputs [all_inputs -no_clocks]
set_input_delay [expr $clk_period * $clk_io_pct] -clock clk0 $non_clock_inputs
set_output_delay [expr $clk_period * $clk_io_pct] -clock clk0 [all_outputs]
--- /design/flow/run.sh ---
#!/bin/bash
# OpenROAD 26Q1-2900-gdf79404cd8, Yosys 0.63+post, stock flow scripts
make -C /OpenROAD-flow-scripts/flow DESIGN_CONFIG=/design/flow/config.mk WORK_HOME=/design/flow/orfs finish
--- /design/flow/config.mk ---
export PLATFORM = sky130hd
export DESIGN_NAME = clock_counter
export DESIGN_NICKNAME = clock_counter
export VERILOG_FILES = /design/flow/design.v
export SDC_FILE = /design/flow/constraint.sdc
export NUM_CORES = 4
export LEC_CHECK = 1
export CORE_UTILIZATION = 40
--- /design/flow/design.v ---
module clock_counter(clk_50,key0,key1,key2,S1, S2, S3, S4,S5,S6,S7);
	input clk_50,key0,key1,key2;
	reg [3:0]count;
	output [6:0] S1, S2, S3, S4,S5,S6,S7;
	reg mode,ss,sm,sh;
	wire w1,w2,w3;
	initial 
	begin
		count=0;
		mode=0;
		ss=0;sm=0;sh=0;
	end
	always @(negedge key0)
	begin
		if(count==3)count<=0;
		else count<=count+1;
	end
	always @(count)
	begin
		case (count)
		0:begin
			mode=0;
			ss<=0; sm<=0; sh<=0;
		end
		1:begin
			mode=1;
			ss=1; sm=0; sh=0;
		end
		2:begin
			mode=1;
			ss=0; sm=1; sh=0;
		end
		3:begin
			mode=1;
			ss=0; sm=0; sh=1;
		end
		endcase
	end
	second_counter u0(clk_50, mode,ss,key1,key2,w1,S1,S2);
	minute_counter u1(clk_50, w1,mode ,sm,key1,key2,w2,S3,S4);
	hour_counter u2(clk_50,w2,mode,sh,key1,key2,w3,S5,S6);
	led7_decoder u3(count,S7);
endmodule 
module hour_counter(clk_50,en, mode,select,key1,key2, S_counter_over,S1,S2);
	input clk_50,key1,key2,mode,select,en;
	reg [5:0]count_s;
	output S_counter_over;
	output [6:0] S1, S2;
	reg enable,eadd,esub,en1,start,start2,start1;
	wire[3:0]w1, w2;
	initial 
	begin 
		count_s=0;
		enable=0;
		eadd=1;
		esub=1;
		en1=1;
	end
	always @(key1)
	begin
		if(key1==0) start=1;
		else  start=0;
	end
	always @(en)
	begin
		if(en==1) start1=1;
		else  start1=0;
	end
	always @(key2)
	begin
		if(key2==0) start2=1;
		else  start2=0;
	end
	always @(posedge clk_50)
		begin
				if (mode)
				begin
					if (select)
						begin
							if (start==1&& eadd==1)
								begin
									eadd<=0;
									if(count_s==23)count_s<=0;
									else count_s<=count_s+1;
								end
							if (start==0&& eadd==0) eadd<=1;
							if (start2==1&& esub==1)
								begin
									esub<=0;
									if(count_s==0) count_s<=23;
									else count_s<=count_s-1;
								end
							if (start2==0&& esub==0) esub<=1;
						end
				end
				else 
				begin	
					if (start1==1&& en1==1)
							begin
								en1<=0;
								if(count_s==23)count_s<=0;
								else count_s<=count_s+1;
							end
					if (start1==0&& en1==0) en1<=1;	
				end
		end
	assign S_counter_over=(count_s==0 && enable==1) ? 1:0;
	separate a1(count_s, w1, w2);
	led7_decoder u1(w1, S1);
	led7_decoder u2(w2, S2);
endmodule  
module led7_decoder(bcd_in, out_7seg);
	input [3:0]bcd_in;
	output reg [6:0]out_7seg;
	always @(bcd_in)
		begin
        case (bcd_in) 
            0 : out_7seg = 7'b1000000;
            1 : out_7seg = 7'b1111001;
            2 : out_7seg = 7'b0100100;
            3 : out_7seg = 7'b0110000;
            4 : out_7seg = 7'b0011001;
            5 : out_7seg = 7'b0010010;
            6 : out_7seg = 7'b0000010;
            7 : out_7seg = 7'b1111000;
            8 : out_7seg = 7'b0000000;
            9 : out_7seg = 7'b0010000;
           default : out_7seg = 7'b1111111; 
        endcase
		end
endmodule
module minute_counter(clk_50,en, mode,select,key1,key2, S_counter_over,S1,S2);
	input clk_50,key1,key2,mode,select,en;
	reg [5:0]count_s;
	output S_counter_over;
	output [6:0] S1, S2;
	reg enable,eadd,esub,en1,start,start2,start1;
	wire[3:0]w1, w2;
	initial 
	begin 
		count_s=0;
		enable=0;
		eadd=1;
		esub=1;
		en1=1;
	end
	always @(key1)
	begin
		if(key1==0) start=1;
		else  start=0;
	end
	always @(en)
	begin
		if(en==1) start1=1;
		else  start1=0;
	end
	always @(key2)
	begin
		if(key2==0) start2=1;
		else  start2=0;
	end
	always @(posedge clk_50)
		begin
				if (mode)
				begin
					if (select)
						begin
							if (start==1&& eadd==1)
								begin
									eadd<=0;
									if(count_s==59)count_s<=0;
									else count_s<=count_s+1;
								end
							if (start==0&& eadd==0) eadd<=1;
							if (start2==1&& esub==1)
								begin
									esub<=0;
									if(count_s==0) count_s<=59;
									else count_s<=count_s-1;
								end
							if (start2==0&& esub==0) esub<=1;
						end
				end
				else 
				begin	
					if (start1==1&& en1==1)
							begin
								en1<=0;
								if(count_s==59)
								begin	count_s<=0; enable<=1;
								end
								else count_s<=count_s+1;
							end
					if (start1==0&& en1==0) en1<=1;	
				end
		end
	assign S_counter_over=(count_s==0 && enable==1) ? 1:0;
	separate a1(count_s, w1, w2);
	led7_decoder u1(w1, S1);
	led7_decoder u2(w2, S2);
endmodule  
module second_counter(clk_50, mode,select,key1,key2, S_counter_over,S1,S2);
	input clk_50,key1,key2,mode,select;
	reg [5:0]count_s;
	reg [26:0]count_50;
	output S_counter_over;
	output [6:0] S1, S2;
	reg enable,eadd,esub,start,start2;
	wire[3:0]w1, w2;
	initial 
	begin 
		count_s=0;
		count_50=0;
		enable=0;
		eadd=1;
		esub=1;
	end
	always @(key1)
	begin
		if(key1==0) start=1;
		else  start=0;
	end
	always @(key2)
	begin
		if(key2==0) start2=1;
		else  start2=0;
	end
	always @(posedge clk_50)
		begin
				if (mode)
				begin
					if (select)
						begin
							if (start==1&& eadd==1)
								begin
									eadd<=0;
									if(count_s==59)count_s<=0;
									else count_s<=count_s+1;
								end
							if (start==0&& eadd==0) eadd<=1;
							if (start2==1&& esub==1)
								begin
									esub<=0;
									if(count_s==0) count_s<=59;
									else count_s<=count_s-1;
								end
							if (start2==0&& esub==0) esub<=1;
						end
				end
				else 
				begin	
					if(count_50==49999999)
						begin
						if (count_s >= 59)	
							begin
								count_s <= 0;
								enable<=1;
							end
						else
							begin	
							count_s <= count_s + 1;
							enable<=0;
							end
							count_50<=0;
						end
					else count_50<=count_50+1;
			end
		end
	assign S_counter_over=(count_s==0 && enable==1) ? 1:0;
	separate a1(count_s, w1, w2);
	led7_decoder u1(w1, S1);
	led7_decoder u2(w2, S2);
endmodule  
module separate(in,out2,out1);
	input [5:0]in;
	output reg[3:0]out2,out1;
	always @ (in)
	begin
		if(in<=9)
			{out2,out1} = in;
		else if(in<=19)
			begin
				out2 = 1;
				out1 = in -10;
			end
		else if(in<=29)
			begin
				out2 = 2;
				out1 = in - 20;
			end
		else if(in<=39)
			begin
				out2 = 3;
				out1 = in-30;
			end
		else if(in<=49)
			begin
				out2 = 4;
				out1 = in-40;
			end
		else if(in<=59)
			begin
				out2 = 5;
				out1 = in-50;
			end	
	end
endmodule
==> git commit body <==
Log flow metrics for this revision

* Compound-Gate Fraction of Synth Area: 0.152
- Counting flops with an async set or reset pin after synthesis yields a share of 0.
* Count of standard-cell rows: 45
- The routed layout has 5074 vias.
* Post-synth tally of flip-flops with integrated enable: 55
* Unrepaired setup endpoints after global routing: yes
- Top logic family: simple AND/OR/NAND/NOR gates
- Maximum net fanout on the critical path: 2
- Fin worst setup slack: -106 ps
- Per the detailed placement report, the placed cell area equals 6950 um^2.
- The layout report lists the multi-input gate area as 3880 um^2.
- According to the report, the first pass of detailed routing completed in 6 iterations.
- Total power: 2.04 mW
* Chip area in the Yosys report: 6210 um^2
* Global-route usage over all layers: 0.163
* Max transition margin: 0.395
- For this run the aggregate overflow at the end of global routing stands at 0.
- According to the floorplan report, the placeable core area is 15200 um^2.
- Warnings raised by the tools during the run amount to 95.
- Depth of the worst register-to-register path: 9
* DP Wirelength: 9.05 mm
* Max capacitance violation total: 0
- Hold path cells: 1
* Simple logic cell fraction of the synthesized area: 0.206
* Sum of routed wire length over all layers: 12.2 mm
* Clock tree from TritonCTS: built
* Fraction of layout instances using a drive strength above 1: 0.0896
- The final weighted congestion recorded by global placement is 0.874.
- Endpoints with negative setup slack in the final report add up to 3.
- Number of design-rule violations left by the first detailed-router iteration: 341
- 94 endpoints have no timing constraint.
- Per the OpenROAD floorplan log, the area of the die is 16000 um^2.
- Area share of fa/ha/maj cells after synthesis: 0.177
- Data arrives at the worst endpoint at 3710 ps.
- Mean instance size in the synthesized netlist: 8.67 um^2
* Post-Synthesis Cells: 717
- Antenna repair during routing inserted a diode count of 0.
* Worst setup skew after layout: 16.3 ps
* Required time at the endpoint of the critical path: 3600 ps
- Element type at the critical path end: output pin
- Peak ir drop on the vdd network: 0.000400 V
- Die Span Y: 127 um
- Hold violation count in the final report: 0
- For the worst reg-to-reg path, the startpoint reported by OpenROAD is u1.count_s[2].
- Hold Path Class: reg -> reg
* Post-synthesis instance area: 6210 um^2
- The worst setup path is launched from a flip-flop.
- IO buf count: 51
- Per the OpenROAD power report, leakage power amounts to 3.20 nW.
* Count of boundary I/O pins: 53
* Area of all placed cells without fillers: 7330 um^2
- Final ANT Viol Nets: 0
- Post-Place Setup Slack: -148 ps
- In the final layout, the fill cell count is 1370.
- Yosys stat counts 717 cells in the synthesized netlist.
- Failing checks: setup timing
- Synthesis-to-finish area growth: 17.9%
* Mux share of post-synthesis cell area: 0.0119
- The cell-mix breakdown from Yosys lists the XOR/XNOR area share as 0.0606.
- Setup slack, reg-to-reg: 1450 ps
- The flow reported a cell area power density of 279 nW/um^2.
* Initial core utilization: 0.409
* Wire length of the first global-routing pass: 21.5 mm
- Yosys mapped the design onto 64 distinct sky130hd cell types.
* Synth Register Bits: 84
- Top cell area share: 0.266
- For the worst min-delay path, the startpoint reported by OpenROAD is count[0].
* Main synth FF type: sky130_fd_sc_hd__edfxtp_1
* Top cells by area: sky130_fd_sc_hd__edfxtp_1 27%, sky130_fd_sc_hd__ha_1 18%, sky130_fd_sc_hd__dlxtn_1 6.0%, sky130_fd_sc_hd__nor2_1 5.4%, sky130_fd_sc_hd__a21oi_1 4.2%
* DRC violation count after routing: 0
* R2R Path End: u2.count_s[2]
* Area taken by flip-flops and latches: 2120 um^2
- The synthesized design spends more area on one cell type than any other, namely sky130_fd_sc_hd__edfxtp_1.
- The routed design shows a via density per instance of 5.24.
* Number of antenna violations at the first check in global routing: 0
- Average wire per cell in the routed design: 12.6 um
* Slew Limit Fails: 0
- The number of global-route vias before repair was 4754.
- The timing report gives the clock slew at the launch and capture registers of the worst setup and hold paths as 50 ps.
* Critical setup path kind: reg -> out
- Run status: finished with violations
- The synthesis report lists the Yosys warning total as 6.
- Largest net degree at the start of global routing: 28
- Die span in x: 127 um
- Register pins left without a clock: 25
- In the hold report, the worst path ends at count[0].
- Worst-Margin Slew: 898 ps
## where the power goes
| group | switching (mW) | total (mW) | internal, mW |
|---|---|---|---|
| registers | 0.0942 | 0.812 | 0.717 |
| clock network | 0.202 | 0.527 | 0.324 |
| logic | 0.400 | 0.705 | 0.306 |
## metal layers
metal | up-vias | share of wire | wire, um | global-route usage
met5 | - | 0 | 0 | 0
met4 | 0 | 0.0067 | 82 | 0.0120
met3 | 7 | 0.029 | 353 | 0.0211
met2 | 79 | 0.45 | 5530 | 0.263
met1 | 2347 | 0.51 | 6260 | 0.255
li1 | 2641 | - | - | -
## stage by stage
stage	instances	TNS (ps)	utilization	hold slack, ps
3_5_place_dp	949	-698	0.457	458
4_1_cts	968	-403	0.479	484
6_report	969	-260	0.482	486
2_1_floorplan	717	0	-	453
5_1_grt	969	-500	0.482	501
3_3_place_gp	949	-546	0.457	459
## worst max-delay path: stages, from the launching register on
cell	delay (ps)
sky130_fd_sc_hd__dfxtp_2	320
sky130_fd_sc_hd__inv_2	40
sky130_fd_sc_hd__buf_6	110
sky130_fd_sc_hd__ha_4	140
sky130_fd_sc_hd__or2_4	250
sky130_fd_sc_hd__a21oi_4	140
sky130_fd_sc_hd__nor2_1	50
sky130_fd_sc_hd__buf_2	100
## cell type report
cell class	count	share of cell area
Sequential cell	84	0.289
Inverter	64	0.0331
Multi-Input combinational cell	551	0.530
Timing Repair Buffer	67	0.0847
Tap cell	188	0.0321
Clock buffer	9	0.0278
Clock inverter	6	0.00376
## registers in the layout (all words and copies together), names as in the netlist, 3 cells and up
signal	count
u0.count_50	27
u0.count_s	6
u1.count_s	6
u2.count_s	6
count	4
u0.a1.out1	4
u1.a1.out1	4
u2.a1.out1	4
u0.a1.out2	3
u1.a1.out2	3
u2.a1.out2	3
## how the worst max path moves through the flow
stage	start	endpoint	cells after the start	slack (ps)
4_1_cts	count[1]	S7[3]	7	-120
5_1_grt	count[1]	S7[0]	7	-180
6_report	count[1]	S7[0]	7	-110
## cells by family after synthesis
family                     count (synthesis)
DFF                                       59
xor gates and xnor gates                  43
muxes                                      7
adders and majority gates                 88
AOI/OAI and AO/OA                        150
other                                      1
latches                                   25
buffers and inverters                     82
and+or+nand+nor                          262
## cell usage in the layout, fill, tap and decap left out, types with 4 or more instances in the layout
cell type and count:
sky130_fd_sc_hd__dlxtn_1 25, sky130_fd_sc_hd__nor2_1 87, sky130_fd_sc_hd__edfxtp_1 55, sky130_fd_sc_hd__buf_6 4, sky130_fd_sc_hd__nand2b_1 5, sky130_fd_sc_hd__o211ai_1 4, sky130_fd_sc_hd__buf_4 12, sky130_fd_sc_hd__inv_1 65
sky130_fd_sc_hd__a21oi_1 47, sky130_fd_sc_hd__ha_4 4, sky130_fd_sc_hd__xnor2_1 24, sky130_fd_sc_hd__a31oi_1 18, sky130_fd_sc_hd__a21oi_2 4, sky130_fd_sc_hd__nand4_1 16, sky130_fd_sc_hd__ha_1 83, sky130_fd_sc_hd__xor2_1 19
sky130_fd_sc_hd__mux2i_1 4, sky130_fd_sc_hd__clkdlybuf4s50_1 44, sky130_fd_sc_hd__and2_1 13, sky130_fd_sc_hd__nor2b_1 10, sky130_fd_sc_hd__and3_1 12, sky130_fd_sc_hd__nor3_1 7, sky130_fd_sc_hd__clkbuf_16 8, sky130_fd_sc_hd__o21ai_0 29
sky130_fd_sc_hd__a21o_1 5, sky130_fd_sc_hd__nand2_1 68, sky130_fd_sc_hd__nand3_1 17, sky130_fd_sc_hd__o22ai_1 7
## Yosys cell counts, types with 2 or more instances
cell                       number
sky130_fd_sc_hd__a21o_1         5
sky130_fd_sc_hd__a21oi_1       52
sky130_fd_sc_hd__a221o_1        3
sky130_fd_sc_hd__and3_1        12
sky130_fd_sc_hd__and2_1        13
sky130_fd_sc_hd__nand4_1       16
sky130_fd_sc_hd__o21bai_1       2
sky130_fd_sc_hd__nor4b_1        2
sky130_fd_sc_hd__o311ai_2       2
sky130_fd_sc_hd__nand3_1       17
sky130_fd_sc_hd__and4_1         3
sky130_fd_sc_hd__o22ai_1        7
sky130_fd_sc_hd__or3_1          2
sky130_fd_sc_hd__ha_1          88
sky130_fd_sc_hd__o221ai_1       3
sky130_fd_sc_hd__buf_2          8
sky130_fd_sc_hd__or2_2          4
sky130_fd_sc_hd__clkbuf_1       7
sky130_fd_sc_hd__inv_1         65
sky130_fd_sc_hd__nor2_1        89
sky130_fd_sc_hd__o21a_1         2
sky130_fd_sc_hd__a211oi_1       3
sky130_fd_sc_hd__nand2_1       69
sky130_fd_sc_hd__xor2_1        19
sky130_fd_sc_hd__a31oi_1       18
sky130_fd_sc_hd__mux2_2         3
sky130_fd_sc_hd__nor2b_1       10
sky130_fd_sc_hd__xnor2_1       24
sky130_fd_sc_hd__o21ai_0       31
sky130_fd_sc_hd__mux2i_1        4
sky130_fd_sc_hd__nor3_2         2
sky130_fd_sc_hd__a311oi_1       2
sky130_fd_sc_hd__nand2b_1       5
sky130_fd_sc_hd__nor3_1         7
sky130_fd_sc_hd__dlxtn_1       25
sky130_fd_sc_hd__edfxtp_1      55
sky130_fd_sc_hd__a22oi_1        3
sky130_fd_sc_hd__nor4_1         2
sky130_fd_sc_hd__o211ai_1       4
sky130_fd_sc_hd__dfxtp_1        4
sky130_fd_sc_hd__and4bb_2       2
## timing repair
item	4_1_cts	5_1_grt
pin swaps	10	5
hold buffers	0	0
buffers inserted	5	1
resized	42	14
endpoints found under the setup margin	7	7
Power figures rest on the tool's default switching activity, not on a simulated workload.
